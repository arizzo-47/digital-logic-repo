### /design/flow/run.sh
#!/bin/bash
# OpenROAD 26Q1-2900-gdf79404cd8, Yosys 0.63+post, stock flow scripts
make -C /OpenROAD-flow-scripts/flow DESIGN_CONFIG=/design/flow/config.mk WORK_HOME=/design/flow/orfs finish
### /design/flow/config.mk
export PLATFORM = sky130hd
export DESIGN_NAME = bit_store_32
export DESIGN_NICKNAME = bit_store_32
export VERILOG_FILES = /design/flow/design.v
export SDC_FILE = /design/flow/constraint.sdc
export NUM_CORES = 4
export LEC_CHECK = 1
export CORE_AREA = 10 10 103 103
export DIE_AREA = 0 0 113 113
### /design/flow/constraint.sdc
current_design bit_store_32

set clk_period 2.6
set clk_io_pct 0.2

create_clock -name clk0 -period $clk_period [get_ports {clk}]

set non_clock_inputs [all_inputs -no_clocks]
set_input_delay [expr $clk_period * $clk_io_pct] -clock clk0 $non_clock_inputs
set_output_delay [expr $clk_period * $clk_io_pct] -clock clk0 [all_outputs]
### /design/flow/design.v
module bit_store_32 (input clk, input clear, input inc, output reg[31:0] q);
  always @ (negedge clk, posedge clear) begin
    if (clear) 
    begin 
      q = 0;
    end
    else if(inc) 
    begin 
      q = q+3;
    end
  end
endmodule
==> impl_metrics.ini <==
; synthesis and place-and-route metrics
[critical_path]
crit_buf_inv = 1
cp_top_family = flip-flops
arrival_ns = 2.14
worstSetupPathType = flop to output pin
worstPathMaxFanout = 2
worst-path-stages = 1
start_kind = flop
rr_worst_depth = 6
max_stage_delay_ns = 0.44
slowest_stage = dfrtn_1
worstSetupEndpointType = output pin
crit_required_ns = 2.08
crit_chain = buf_2

[timing]
hold_violations = 0
worst_pin_slew_ns = 0.647
finalMaxSlewViolations = 0
finClkSkew_ns = 0.00566
finalSetupTns_ns = -0.487
worst_slack_ns = -0.0559
holdWs_ns = 0.515
report.final.setup_viol = 30
rsz0062_at_grt = true
relSlewSlack_pct = 56.5

[cells_and_area]
mostFrequentLayoutCell = buf_4
seqCellArea_um2 = 801
final_cell_mix = buf_4, buf_2, dfrtn_1
num-fill-cells = 853
fin_area_um2 = 2330
postLayoutCoreUtil_pct = 28.1
logic_area_um2 = 691
syn2layout_area_growth_pct = 57.7
drive_above_1_share_pct = 47.3
largest_register_ffs = 32

[floorplanning]
ioPinCount = 35
initCoreUtil_pct = 17.8
die-area_um2 = 12800
rows = 33
core_area_um2 = 8300
chipWidth_um = 113
fp.dieH_um = 113

[yosys]
netlist_instances = 128
synth_seq_share_pct = 54.2
ys_cells = 128
synthDistinctLibCells = 21
netlist_area_um2 = 1480
synth.largest_area_cell = dfrtn_1
syn_avg_cell_area_um2 = 11.5
synth_top_area_share_pct = 54.2
ys_warn_count = 1
ys.flops = 32
top_cells_by_area = dfrtn_1, xnor2_1, nand4_1, nand3_1, xor2_1
yosysChipArea_um2 = 1480

[global_routing]
grt_max_degree = 33
overflow = 0
grt_first_pass_wirelength_um = 6530
antenna_found_initial = 0
grt_pass1_vias = 1301
globalRouteTotalUtil_pct = 6.23

[place]
dp_hpwl_um = 2900
post_dp_cell_area_um2 = 2290
place_congestion = 0.808
port_buffers = 34

[run]
tool_warnings = 28
maxCapViolations = 0

[cts]
clockRootBuffer = clkbuf_8
htreeDepth = 2
cts_buffers = 5
clk_pin_slew_worst_paths_ns = 0.05
cts.sinks = 32
clk-insertion-delay-late_ns = 0.29
clock_path_buffers = 2
cts_tree = done

[pwr]
vdd_ir_drop_max_mv = 0.488
seqPwrFrac_pct = 42.9
comb_power_share_pct = 32.2
clockPowerShare_pct = 24.9
switching_share_pct = 29.6
p_switching_mw = 0.421
internal_power_mw = 1.00
power.density_nw_per_um2 = 611
leakage_nw = 1.20

[routing]
drt_iter0_drc = 33
vias_per_cell = 3.76
wire_per_inst_um = 11.7
routed_wl_um = 3840
vias = 1231
drtAntennaViolNets = 0
drtPass1Iterations = 4
drcViolationCount = 0
antennaDiodeCount = 0

[min_path]
whs_path_depth = 2
min_path_type = flop to flop

[status]
violations = negative setup slack
outcome = finished with violations
==> power by group through the flow <==
| stage | Sequential (mW) | Combinational (mW) | Clock [mW] |
|---|---|---|---|
| CTS | 0.612 | 0.451 | 0.368 |
| global route | 0.624 | 0.519 | 0.399 |
| finish | 0.610 | 0.458 | 0.355 |
==> layout make-up <==
type                    instances  share of cell area (%)
flip-flops and latches         32                    34.4
multi-input cells              88                    29.6
repair buffers                 88                    25.9
well taps                     105                    5.64
clock buffers                   6                    3.11
inverters                       7                    1.13
clock inverters                 1                   0.215
==> metal layers <==
metal | GRT usage (%) | wire [um] | vias up
met5 | 0 | 0 | -
met4 | 0.508 | 21 | 0
met3 | 2.46 | 260 | 2
met2 | 9.22 | 1580 | 30
met1 | 8.76 | 1980 | 561
li1 | - | - | 638
==> final timing paths <==
check | from | end | slack (ns)
setup / recovery | q[11] | q[11] | -0.06
hold / removal | q[31] | q[31] | 0.51
setup reg to reg | q[6] | q[21] | 0.61
hold reg to reg | q[31] | q[31] | 0.51
max in group asynchronous | clear | q[5] | 0.62
min in group asynchronous | clear | q[30] | 1.77
==> metrics by stage <==
step | instances | setup slack [ns] | total power [mW]
floorplan | 128 | -0.161 | 0.821
global placement | 308 | -0.725 | 1.13
detailed placement | 308 | -0.740 | 1.13
CTS | 322 | -0.0639 | 1.43
global route | 327 | -0.102 | 1.54
finish | 327 | -0.0559 | 1.42
==> synthesized netlist by cell type <==
master and n:
inv_1 6, nor4_4 2, dfrtn_1 32, nand3_1 13
nor2_1 3, nor3_1 3, ha_1 1, nand4_1 12
inv_2 1, buf_2 1, or2_2 1, nand2_1 6
nand2b_1 1, xor2_1 6, xnor2_1 25, nand3b_2 1
and3_1 6, nand3_2 1, mux2i_1 1, and4_1 5
o21ai_1 1
==> repair_timing <==
action	in CTS	in global routing
hold buffers	0	0
hold endpoints to repair	0	0
setup buffers	7	5
pin swaps	0	8
gates resized	105	9
cloned	0	0
setup endpoints to repair	63	46
==> cells by family (layout without fill, tap and decap cells) <==
family,after synthesis,count (layout),share of synthesized area (%)
adder cells (fa/ha/maj),1,1,0.847
XOR/XNOR,31,31,18.4
buffers and inverters,8,102,2.12
multiplexers,1,1,0.677
AND-OR/OR-AND,1,1,0.338
flip-flops,32,32,54.2
AND/OR/NAND/NOR,54,54,23.5
Power is estimated from default activity; no workload was simulated.
