## flow/run.sh

```bash
#!/bin/bash
# OpenROAD 26Q1-2900-gdf79404cd8, Yosys 0.63+post, stock flow scripts
make -C /OpenROAD-flow-scripts/flow DESIGN_CONFIG=/design/flow/config.mk WORK_HOME=/design/flow/orfs finish
```

## flow/config.mk

```make
export PLATFORM = sky130hd
export DESIGN_NAME = comparator
export DESIGN_NICKNAME = comparator
export VERILOG_FILES = /design/flow/design.v
export SDC_FILE = /design/flow/constraint.sdc
export NUM_CORES = 4
export LEC_CHECK = 1
export CORE_AREA = 10 10 70 70
export DIE_AREA = 0 0 80 80
```

## flow/constraint.sdc

```tcl
current_design comparator

set clk_period 1.9
set clk_io_pct 0.2

create_clock -name clk0 -period $clk_period

set non_clock_inputs [all_inputs -no_clocks]
set_input_delay [expr $clk_period * $clk_io_pct] -clock clk0 $non_clock_inputs
set_output_delay [expr $clk_period * $clk_io_pct] -clock clk0 [all_outputs]
```

## flow/design.v

```verilog
module comparator (
        input [7:0] a,
        input [7:0] b,
        output eq,
        output lt,
        output gt
        );
	assign eq = (a == b);
	assign lt = (a < b);
	assign gt = (a > b);
endmodule
```

==> qor.rpt <==
SYNTH
---------------------------------------------------------------------------------------
Number of unique standard cell types used by synthesis                               12
Synthesized instance count                                                           29
Post-synthesis average cell area                                              7.77 um^2
Post-Syn Area                                                                  225 um^2
Cell area leaders                                                          ha_1 44%, inv_1 13%, a21oi_1 6.7%
Ys Warns                                                                              0
Post-synth top cells                                                       8 x ha_1, 8 x inv_1, 3 x a21oi_1
Synth Seq Share                                                                       0
Area share of the largest cell type after synthesis                               0.444
YS chip area                                                                   225 um^2
Most area-hungry cell type in the Yosys netlist                                    ha_1
Yosys stat cell total                                                                29

GLOBAL ROUTE
---------------------------------------------------------------------------------------
Total congestion overflow after global routing                                        0
Antenna violations before repair                                                      0
Global-route wire length before repair                                          1330 um
GRT Overall Usage                                                                0.0249
Maximum number of pins on one net before global-route repair                          4
Vias in the first global route                                                      312

FINAL TIMING
---------------------------------------------------------------------------------------
Number of hold violations in the final report                                         0
Worst Max-Slew Pin Slew                                                          137 ps
FMAX                                                                          0.550 GHz
Rel. slew slack                                                                   0.909
RSZ-0062 raised after global routing                                                 no
Worst Slack Setup Final                                                         83.3 ps
Fin crit period                                                                 1820 ps
Setup violations, final                                                               0
Max-slew violation total from the final report                                        0
Post-layout period usage of the worst path                                        0.956

PWR
---------------------------------------------------------------------------------------
Cell leakage power                                                             0.239 nW
Combinational share of power                                                      1.000
Net switching power of the design                                               47.7 uW
Power per cell area                                                         206 nW/um^2
Clock share of power                                                                  0
Internal portion of total power                                                 68.1 uW
Switching Fraction                                                                0.412
Sequential group share of total power                                                 0
Max VDD drop                                                                    30.0 uV

PLACE
---------------------------------------------------------------------------------------
Count of buffers inserted at the top-level ports                                     19
Instance count after placement with tap cells included                               95
Final estimated routing congestion in global placement                            0.761
Minimum setup slack after placement                                             -602 ps
Hpwl dp                                                                          674 um

CELLS AND AREA
---------------------------------------------------------------------------------------
Share of final-layout standard cells stronger than drive strength 1               0.580
Flip-flop and latch count                                                             0
Synth-to-Final Area Change                                                         150%
Fill cell count                                                                     386
Count of clock buffers in the final design                                            0
Core Util, Final                                                                  0.165
Register cell area after layout                                                  0 um^2
Post-route insts no fill                                                             96

DETAILED ROUTING
---------------------------------------------------------------------------------------
Remaining antenna violation count                                                     0
Number of iterations in the first detailed-routing pass                               2
Number of violations reported at the end of detailed-routing iteration 0              3
Via count                                                                           272
Number of vias per cell                                                            2.83
Diodes inserted                                                                       0
Wire length per cell                                                            8.27 um
Routed wire length                                                               794 um
Post-detailed-route DRC marker count                                                  0

DIE
---------------------------------------------------------------------------------------
Horizontal die dimension                                                          80 um
Chip area                                                                     6400 um^2
FP Util                                                                          0.0659
Area of the core                                                              3420 um^2
Number of core rows                                                                  21
I/O pins                                                                             19
Die Y                                                                             80 um

WORST HOLD PATH
---------------------------------------------------------------------------------------
Min-delay worst type                                                          in -> out

JOB
---------------------------------------------------------------------------------------
Max Cap Violations                                                                    0
OpenROAD warnings                                                                    32

WORST SETUP PATH
---------------------------------------------------------------------------------------
Critical path data required time                                                1520 ps
Worst-path fanout max                                                                 2
Critical path start-end classification                                        in -> out
CP endpoint kind                                                             output pin
Arrival time at the worst endpoint                                              1440 ps
Kind of launch point of the worst setup path                                  input pin

OUTCOME
---------------------------------------------------------------------------------------
Status                                                                     finished, final reports clean

==> kinds of logic after synthesis <==
logic type	after synthesis	synth area share
adders and majority gates	8	0.444
buffers and inverters	8	0.133
AOI/OAI and AO/OA	7	0.228
and+or+nand+nor	6	0.194
==> cell type report <==
type / instances / area, um^2 / share of cell area
tap: 46 / 57.6 / 0.102
multi-input combinational: 21 / 309 / 0.549
inverter: 8 / 30.0 / 0.0533
timing repair buffer: 21 / 166 / 0.296
==> routing by layer <==
metal / share of wire / up-vias / global-route usage
met5: 0 / - / 0
met2: 0.51 / 9 / 0.0498
met1: 0.36 / 120 / 0.0250
li1: - / 143 / -
met3: 0.14 / 0 / 0.00909
met4: 0 / 0 / 0
==> what timing repair did <==
item,CTS,global route
buffers inserted,1,0
gates resized,48,1
hold buffers,0,0
pin swaps,14,1
endpoints found under the setup margin,3,2
==> stage by stage <==
step	hold WS [ps]	TNS, ps	area (um^2)	power, mW
global route	1400	0	563	0.129
detailed placement	1960	-1610	480	0.0935
CTS	1360	0	568	0.117
finish	1350	0	563	0.116
floorplan	979	0	225	0.0395
global placement	1950	-1590	480	0.0926
==> power groups by stage <==
stage | Sequential [mW] | Combinational [mW] | Clock [mW]
CTS | 0 | 0.117 | 0
global route | 0 | 0.129 | 0
finish | 0 | 0.116 | 0
==> layout by cell type (no fill, tap or decap), types with 2 or more instances in the layout <==
cell / n
buf_2: 3
dlygate4sd2_1: 15
buf_4: 2
ha_4: 7
a21oi_2: 4
inv_2: 7
==> path summary, 6_finish.rpt <==
| path | startpoint | cells past startpoint | to | slack (ps) |
|---|---|---|---|---|
| worst max-delay path | b[1] | 9 | gt | 80 |
| worst min-delay path | a[7] | 6 | lt | 1350 |
==> critical path, stage by stage <==
cell and delay (ps):
buf_2 80, inv_1 30, ha_1 270, buf_4 130, buf_4 120, nand4_1 80, nor2_2 50, o21ba_1 200
buf_2 90
Power figures rest on the tool's default switching activity, not on a simulated workload.
